$ cat ./config.mk
export PLATFORM = sky130hd
export DESIGN_NAME = CONTROL
export DESIGN_NICKNAME = CONTROL
export VERILOG_FILES = /design/flow/design.v
export SDC_FILE = /design/flow/constraint.sdc
export NUM_CORES = 4
export LEC_CHECK = 1
export CORE_AREA = 10 10 70 70
export DIE_AREA = 0 0 80 80
$ cat ./constraint.sdc
current_design CONTROL

set clk_period 1.5
set clk_io_pct 0.2

create_clock -name clk0 -period $clk_period

set non_clock_inputs [all_inputs -no_clocks]
set_input_delay [expr $clk_period * $clk_io_pct] -clock clk0 $non_clock_inputs
set_output_delay [expr $clk_period * $clk_io_pct] -clock clk0 [all_outputs]
$ cat ./design.v
module CONTROL(
    input [6:0] funct7,
    input [2:0] funct3,
    input [6:0] opcode,
    output reg [3:0] alu_control,
    output reg regwrite_control
);
    always @(funct3 or funct7 or opcode)
    begin
        if (opcode == 7'b0110011) begin  
            regwrite_control = 1;
            case (funct3)
                3'b000: begin
                    if (funct7 == 7'b0000000)
                        alu_control = 4'b0010;  
                    else if (funct7 == 7'b0100000)
                        alu_control = 4'b0100;  
                end
                3'b110: alu_control = 4'b0001;  
                3'b111: alu_control = 4'b0000;  
                3'b001: alu_control = 4'b0011;  
                3'b101: alu_control = 4'b0101;  
                3'b010: alu_control = 4'b0110;  
                3'b100: alu_control = 4'b0111;  
                default: alu_control = 4'b0000;  
            endcase
        end
        else begin
            regwrite_control = 0;
            alu_control = 4'b0000;  
        end
    end
endmodule
$ cat ./run.sh
#!/bin/bash
# OpenROAD 26Q1-2900-gdf79404cd8, Yosys 0.63+post, stock flow scripts
make -C /OpenROAD-flow-scripts/flow DESIGN_CONFIG=/design/flow/config.mk WORK_HOME=/design/flow/orfs finish
==> impl_metrics.toml <==
# generated from flow reports
[synthesis]
top_area_share_pct = 22.1
ys_ff = 3
syn_avg_cell_area_um2 = 9.27
synth_top_cell_by_area = "dlxtn_1"
top_cells_by_area = "dlxtn_1, nand4b_4, nor3_1"
syn_area_um2 = 204
ys_warn_count = 1
synth.distinct_cells = 16
yosys_area_um2 = 204
syn_inst = 22
ys_cells = 22

[grt]
grt_use_total_pct = 2.06
grt_first_pass_wirelength_um = 1100
antenna_found_initial = 0
grt_pass1_vias = 251
grt_max_degree = 6
grt.overflow.total = 0

[floorplanning]
core_um2 = 3420
fp-utilization_pct = 5.97
pin_count = 22
chipWidth_um = 80
die_area_um2 = 6400
dieHeight_um = 80
fp-row-count = 21

[power]
power_per_cell_area_nw_per_um2 = 133
ir_drop_mv = 0.0377
p_leak_nw = 0.183

[sta]
slew_violations = 0
final_hold_viol_count = 0
setup_slack_ps = 143
post-route-period-util_pct = 90.5
setup_viol = 0
holdWs_ps = 1190
untimed_endpoints = 6
setup_tns_ps = 0
unclocked_regs = 3
rsz0062_at_grt = "no"
min_period_ps = 1360
max_freq_mhz = 737

[setup_path]
crit_fanout = 2
cp-start-kind = "input pin"
slowest_delay_ps = 300
crit_chain = "dlygate4sd2_1, and4bb_1, nand4b_4, inv_2, buf_2"
cp.arrival_ps = 1060
critical_path_class = "input pin to primary output"
crit_buf_inv = 3
required_ps = 1200
cp_slowest_cell = "and4bb_1"
cp_top_family = "simple AND/OR/NAND/NOR gates"
cp-end-kind = "primary output"

[detailed_routing]
routed_wl_um = 710
vias = 243
ant_nets = 0
diodes = 0
avgViaCountPerCell = 2.70
wl_per_cell_um = 7.89
remaining_drc_errors = 0
drtPass1Iterations = 2
initialDrtViolationCount = 1

[cells_and_area]
final_area_um2 = 469
area_growth_pct = 130
layout_top_cells = "clkdlybuf4s50_1, dlygate4sd2_1, nor3_1, dlxtn_1"
final_util_pct = 13.7
final_common_cell = "clkdlybuf4s50_1"
drive_above_1_share_pct = 18.2
largest_reg_flops = 3

[placed_design]
placed_area_um2 = 472
dp_hpwl_um = 695
io_buffers = 21
place_ws_ps = -422
place_congestion = 0.676

[hold_path]
hp-class = "input pin to primary output"
whs_path_depth = 5
hold_end = "regwrite_control"
hp-start = "opcode[6]"

[outcome]
status = "finished, final reports clean"

[flow_run]
maxCapViolCount = 0
warning_count = 32

[clock_network]
ctsHoldBuffers = 0
## tightest hold or removal path, cell delays in order
cell	delay (ps)
dlygate4sd2_1	180
and4bb_1	200
nand4b_4	90
inv_2	30
buf_2	100
## repair_timing
action                     in CTS  in global routing
setup endpoints to repair       1                  0
resized                         8                  0
setup buffers                   1                  0
## metal layers
metal	wire [um]	part of all wire [%]	vias to the layer above	track usage, %
met4	0	0	0	0
met3	95	13	0	1.14
met5	0	0	-	0
met2	365	51	11	3.85
li1	-	-	127	-
met1	249	35	105	2.05
## worst max path at each step
stage / from / end / slack, ps / cells after the start
CTS: opcode[2] / regwrite_control / 130 / 5
global route: opcode[2] / regwrite_control / 100 / 5
finish: opcode[2] / regwrite_control / 140 / 5
## stage by stage
| step | instances | total power [mW] |
|---|---|---|
| 2_1_floorplan | 22 | 0.0155 |
| 3_3_place_gp | 89 | 0.0656 |
| 3_5_place_dp | 89 | 0.0664 |
| 4_1_cts | 90 | 0.0630 |
| 5_1_grt | 90 | 0.0671 |
| 6_report | 90 | 0.0623 |
## cells in the mapped netlist, drive strengths merged
master   instances
conb             1
inv              2
dlxtn            3
and4bb           1
nor4             1
nor4b            1
nor3             3
nand4b           1
mux2             1
a2111oi          1
nor3b            1
buf              1
and3             1
maj3             1
nor2             2
mux2i            1
## power breakdown
group          internal, mW  switching [mW]
sequential         0.000118    0.0000000741
clock                     0               0
combinational        0.0450          0.0172
total                0.0451          0.0172
## cell families after synthesis
group,synth area share (%)
multiplexers,10.4
buffers and inverters,7.36
other,1.84
AND/OR/NAND/NOR,49.1
AND-OR/OR-AND,4.30
adder cells (fa/ha/maj),4.91
latches,22.1
## layout make-up
type / instances / area [um2]
fill: 392 / 2950
inverter: 2 / 7.51
multi-input combinational: 16 / 144
sequential: 3 / 45.0
tap: 46 / 57.6
timing repair buffer: 23 / 215
Power is estimated from default activity; no workload was simulated.
