==> design/flow/design.v <==
module ALU (
    input [63:0] in1, in2, 
    input [3:0] alu_control,
    output reg [63:0] alu_result,
    output reg zero_flag
);
    always @(*)
    begin
        case(alu_control)
        4'b0000: alu_result = in1 & in2;   
        4'b0001: alu_result = in1 | in2;   
        4'b0010: alu_result = in1 + in2;   
        4'b0100: alu_result = in1 - in2;   
        4'b1000: begin                      
            if (in1 < in2)
                alu_result = 1;
            else
                alu_result = 0;
        end
        4'b0011: alu_result = in1 << in2;   
        4'b0101: alu_result = in1 >> in2;   
        4'b0110: alu_result = in1 * in2;    
        4'b0111: alu_result = in1 ^ in2;    
        default: alu_result = 64'b0;        
        endcase
        zero_flag = (alu_result == 0) ? 1'b1 : 1'b0;
    end
endmodule
==> design/flow/run.sh <==
#!/bin/bash
# OpenROAD 26Q1-2900-gdf79404cd8, Yosys 0.63+post, stock flow scripts
make -C /OpenROAD-flow-scripts/flow DESIGN_CONFIG=/design/flow/config.mk WORK_HOME=/design/flow/orfs finish
==> design/flow/config.mk <==
export PLATFORM = sky130hd
export DESIGN_NAME = ALU
export DESIGN_NICKNAME = ALU
export VERILOG_FILES = /design/flow/design.v
export SDC_FILE = /design/flow/constraint.sdc
export NUM_CORES = 4
export LEC_CHECK = 1
export CORE_UTILIZATION = 40
==> design/flow/constraint.sdc <==
current_design ALU

set clk_period 35.8
set clk_io_pct 0.2

create_clock -name clk0 -period $clk_period

set non_clock_inputs [all_inputs -no_clocks]
set_input_delay [expr $clk_period * $clk_io_pct] -clock clk0 $non_clock_inputs
set_output_delay [expr $clk_period * $clk_io_pct] -clock clk0 [all_outputs]
==> reports/metrics.yaml <==
outcome:
  status: "finished clean"
worst_setup_path:
  worstSetupEndpointType: "output pin"
  crit_top_cell: "fa_1"
  crit_required_ps: 28640
  critPathSlowestCell: "nor4_1"
  critPathBufInv: 12
  cp_max_fo: 20
  cp-start-kind: "input port"
  path_class: "input port to output pin"
  critical-path-max-stage-delay_ps: 970
  cpLargestDelayFamily: "adder cells"
  worstPathArrival_ps: 20730
global_route:
  overflow: 0
  grt_max_degree: 55
  antenna_found_initial: 73
  grt_pass1_vias: 82200
  grt_pass1_wl_um: 679000
  grt_util_all_layers_pct: 51.7
routing:
  drc_errors: 0
  dr.pass1.iters: 9
  routed_wl_um: 493000
  initialDrtViolationCount: 6928
  via_count: 78200
  wl_per_cell_um: 38.4
  final_antenna_net_count: 0
  post_drt_via_cell_ratio: 6.10
floorplan:
  fp.dieW_um: 453
  fp_util_pct: 40.3
  ios: 197
  die_h_um: 453
  core.rowCount: 165
  chip_area_mm2: 0.205
  floorplan.core_area_mm2: 0.202
synth:
  postSynthSeqShare_pct: 0
  synth.avg_cell_area_um2: 8.01
  yosys_cells: 10200
  synthCells: 10200
  top_cell_area_share_pct: 45.0
  yosysTopAreaCell: "fa_1"
  ys_warn_count: 1
  ys_area_mm2: 0.0815
  synth_cell_type_count: 98
  synth.area.top_cells: "fa_1 (45%), inv_1 (9.8%), ha_1 (7.7%)"
  syn_area_mm2: 0.0815
power_and_ir_drop:
  switchingPower_uw: 36600
  powerDensity_mw_per_mm2: 623
  intPower_uw: 17800
  peakVddDrop_mv: 1.28
  p_leak_uw: 0.0430
  switching_share_pct: 67.3
  total_power_uw: 54400
hold_path:
  hold_path.class: "input port to output pin"
  min_to: "alu_result[58]"
  hold_start: "in2[5]"
  hold_path_depth: 5
clock_tree:
  post_cts_resized: 0
  cts_setup_buffers: 0
  ctsHoldBuffers: 0
placement:
  dp_hpwl_um: 388000
  numPortBuffers: 197
  routabilityCongestion: 1.13
final_timing:
  fin_crit_ps: 27890
  max_freq_mhz: 35.9
  rsz0062_at_grt: "no"
  setup_tns_ps: 0
  hold_viol_final: 0
  tightestPinTransition_ps: 1410
  final-setup-viol-count: 0
  period_used_pct: 77.9
  slew_headroom_pct: 5.72
  finalMaxSlewViolations: 0
run:
  warnings: 160
  timing.max_cap.violations: 0
finish:
  ff_count: 0
  clkbuf_count: 0
  drive_above_1_share_pct: 7.16
  seq_area_um2: 0
  area_delta_synth_final_pct: 7.13
==> per-stage QoR <==
step	instance area, um2	util, %	std cells	hold WS, ps	setup slack [ps]
after floorplan	81500	-	10200	14400	10110
after global placement	87100	43.1	12800	15540	7970
after detailed placement	87100	43.1	12800	15540	7990
after CTS	87100	43.1	12800	15550	7960
after global routing	87200	43.1	12800	15570	7840
final	87300	43.1	12800	15590	7910
==> layout by cell type (no fill, tap or decap), drive strengths merged, types with 27 or more instances in the layout <==
master	Yosys	layout
a211oi	67	67
o21bai	33	33
and3	33	33
nor2b	29	29
inv	2124	2121
nor3	87	87
nor2	1215	1215
diode	0	43
a21oi	358	358
a2111oi	27	27
o21ai	267	267
buf	203	491
fa	1833	1833
a31oi	55	55
nand2	1501	1501
nor4	56	56
o22ai	54	54
o31ai	51	51
clkdlybuf4s50	0	144
mux2	53	53
a221oi	48	48
nand3	73	73
o221ai	34	34
a21o	57	57
xnor2	155	155
nand4	43	43
mux4	102	102
ha	503	503
xor2	44	44
clkinv	27	30
mux2i	107	107
nand2b	29	29
o211ai	62	62
==> kinds of logic after synthesis <==
logic type / after synthesis / synth area share (%)
AOI/OAI and AO/OA: 1336 / 10.8
xor gates and xnor gates: 199 / 2.14
adders and majority gates: 2336 / 52.8
buffers and inverters: 2851 / 13.3
muxes: 262 / 4.88
and+or+nand+nor: 3189 / 16.1
==> tightest hold or removal path, delay by kind of cell <==
kind | cells | cell delay (ps)
buffers and inverters | 2 | 750
AND-OR/OR-AND | 3 | 470
==> final cells by class <==
cell class | count | area (um2)
Fill cell | 20200 | 115000
Tap cell | 2672 | 3340
Multi-Input combinational cell | 7322 | 70700
Antenna cell | 43 | 108
Inverter | 2151 | 8080
Timing Repair Buffer | 635 | 5080
==> worst max-delay path by stage <==
stage,endpoint,slack [ps],startpoint,cells after the start
4_1_cts,zero_flag,7960,in1[7],38
5_1_grt,zero_flag,7840,in1[15],39
6_report,zero_flag,7910,in1[15],39
==> routing by layer <==
| layer | vias up | global-route usage (%) | part of all wire, % |
|---|---|---|---|
| met3 | 1507 | 33.5 | 17 |
| met4 | 108 | 30.2 | 7.8 |
| met5 | - | 7.39 | 0.62 |
| li1 | 31200 | - | - |
| met1 | 39500 | 64.0 | 35 |
| met2 | 5827 | 67.7 | 40 |
==> cells in the mapped netlist, types with 27 or more instances <==
library cell / instances
o21ai_0: 263
inv_1: 2116
nand2b_1: 29
a221oi_1: 47
clkinv_1: 27
nor2b_1: 29
mux2i_1: 106
buf_1: 159
a21oi_1: 358
nor4_1: 55
and3_1: 33
nor3_1: 87
clkbuf_1: 497
mux2_2: 52
o31ai_1: 51
nor2_1: 1215
xnor2_1: 155
o22ai_1: 54
nand4_1: 43
o21bai_1: 33
mux4_2: 102
fa_1: 1833
xor2_1: 44
nand3_1: 72
o211ai_1: 61
a211oi_1: 65
ha_1: 503
a31oi_1: 55
o221ai_1: 34
a21o_1: 57
nand2_1: 1500
