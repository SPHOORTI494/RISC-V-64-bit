### design/flow/design.v
module INST_MEM(
    input [63:0] PC,                
    input reset,
    output [31:0] Instruction_Code
);
    reg [7:0] Memory [0:31];        
    assign Instruction_Code = {Memory[PC+3], Memory[PC+2], Memory[PC+1], Memory[PC]};
    always @(reset) begin
        if (reset == 1) begin
            Memory[3]  = 8'h00;
            Memory[2]  = 8'h94;
            Memory[1]  = 8'h03;
            Memory[0]  = 8'h33;
            Memory[7]  = 8'h41;
            Memory[6]  = 8'h39;
            Memory[5]  = 8'h03;
            Memory[4]  = 8'hb3;
            Memory[11] = 8'h03;
            Memory[10] = 8'h5a;
            Memory[9]  = 8'h02;
            Memory[8]  = 8'hb3;
            Memory[15] = 8'h01;
            Memory[14] = 8'h7b;
            Memory[13] = 8'h4e;
            Memory[12] = 8'h33;
            Memory[19] = 8'h01;
            Memory[18] = 8'h9c;
            Memory[17] = 8'h1e;
            Memory[16] = 8'hb3;
            Memory[23] = 8'h01;
            Memory[22] = 8'hbd;
            Memory[21] = 8'h5f;
            Memory[20] = 8'h33;
            Memory[27] = 8'h00;
            Memory[26] = 8'hd6;
            Memory[25] = 8'h7f;
            Memory[24] = 8'hb3;
            Memory[31] = 8'h00;
            Memory[30] = 8'hf7;
            Memory[29] = 8'h68;
            Memory[28] = 8'hb3;
        end
    end
endmodule
### design/flow/run.sh
#!/bin/bash
# OpenROAD 26Q1-2900-gdf79404cd8, Yosys 0.63+post, stock flow scripts
make -C /OpenROAD-flow-scripts/flow DESIGN_CONFIG=/design/flow/config.mk WORK_HOME=/design/flow/orfs finish
### design/flow/config.mk
export PLATFORM = sky130hd
export DESIGN_NAME = INST_MEM
export DESIGN_NICKNAME = INST_MEM
export VERILOG_FILES = /design/flow/design.v
export SDC_FILE = /design/flow/constraint.sdc
export NUM_CORES = 4
export LEC_CHECK = 1
export CORE_AREA = 10 10 114 114
export DIE_AREA = 0 0 124 124
### design/flow/constraint.sdc
current_design INST_MEM

set clk_period 4.3
set clk_io_pct 0.2

create_clock -name clk0 -period $clk_period

set non_clock_inputs [all_inputs -no_clocks]
set_input_delay [expr $clk_period * $clk_io_pct] -clock clk0 $non_clock_inputs
set_output_delay [expr $clk_period * $clk_io_pct] -clock clk0 [all_outputs]
==> run_results.csv <==
group,metric,value,unit
status,status,"finished, final reports clean",
timing,finalCritPeriodShare,96.4,%
yosys,yosys-top-cells-area,"a21oi_1 (7.4%), nor2_1 (5.3%), buf_2 (4.9%)",
timing,fmax,241,MHz
final_layout,nClkBuffers,0,
route,vias,2073,
critical_path,cp_cell_sequence,"clkdlybuf4s50_1 > inv_2 > ha_1 > buf_12 > inv_1 > or4_1 > o311ai_1 > a21oi_1 > clkdlybuf4s50_1",
final_layout,seq_cells,0,
yosys,synth_area,1630,µm²
yosys,syn_area_per_cell,6.40,µm²
placed_design,place_congestion,0.919,
floorplan,rows,37,
final_layout,area_growth,34.9,%
yosys,syn_inst,255,
power_and_ir_drop,powerDensity,121,nW/µm²
route,ant_nets,0,
final_layout,lay_top_cells,"clkdlybuf4s50_1 (36), buf_4 (27), a21oi_1 (24), nor2_1 (23), nand2_1 (20)",
critical_path,cp.arrival,3.29,ns
grt,track_usage,7.92,%
critical_path,critPathLaunchType,"input pin",
timing,worst_hold_slack,2.66,ns
timing,fin_tns_setup,0,ns
final_layout,layout-drive-gt1-share,15.0,%
timing,rsz0062_at_grt,"no",
critical_path,crit_family,"buffers and inverters",
critical_path,crit_slowest_cell,"clkdlybuf4s50_1",
route,wl_per_cell,15.1,µm
critical_path,crit_required,3.44,ns
yosys,synth_stat.cells,255,
route,first_pass_iters,5,
power_and_ir_drop,p_leak,0.749,nW
timing,fin_crit,4.15,ns
route,wl,6.39,mm
floorplan,fp_util,15.7,%
critical_path,slowest_delay,0.62,ns
grt,grt_max_degree,47,
power_and_ir_drop,irDropWorstVdd,0.0304,mV
timing,maxSlewHeadroom,68.5,%
min_path,hold_end,"Instruction_Code[10]",
critical_path,critical_path.max_fanout,10,
critical_path,worstSetupEndpointType,"primary output",
route,antennaDiodeCount,0,
final_layout,regArea,0,µm²
yosys,synth_top_area_share,7.36,%
floorplan,io_pins,97,
critical_path,critPathMostFrequentCell,"clkdlybuf4s50_1",
yosys,synth_cell_types,69,
placed_design,portBuffers,37,
yosys,seq_area_frac_synth,0,%
grt,overflow,0,
floorplan,core_region_area,10400,µm²
critical_path,path_buffers,5,
timing,setup_viol_count_final,0,
job,drv_cap,0,
timing,final_max_slew_viol_count,0,
floorplan,die_h,124,µm
critical_path,critPathKind,"input pin to primary output",
placed_design,hpwl,4.69,mm
floorplan,dieWidth,124,µm
grt,grt_pass1_vias,1858,
job,warning_count,94,
yosys,largest_area_cell,"a21oi_1",
min_path,whs_path_depth,5,
route,drc,0,
route,drtIter0Drc,235,
floorplan,dieArea,15400,µm²
min_path,holdCritPathClass,"input pin to primary output",
timing,finalHoldViolations,0,
yosys,synth_chip_area,1630,µm²
grt,antenna_found_initial,0,
min_path,hp-start,"PC[3]",
timing,worst_slew_pin_slew,0.472,ns
yosys,ys_warn_count,2,
route,avgViaCountPerCell,4.90,
final_layout,layout_top_cell,"clkdlybuf4s50_1",
grt,grt_pass1_wl,10.2,mm
[synthesized netlist by cell type (all sizes together) (3+ instances only)]
master,n
buf,26
nor2,23
ha,4
xnor2,5
a221oi,5
inv,6
a21o,3
nor3,3
or2,3
nor3b,5
nand2,20
a31oi,6
a32oi,3
o21ai,18
nand3,9
o211ai,9
a21oi,25
clkbuf,7
nand4,3
o22ai,10
nor2b,5
a211oi,4
nand2b,5
[through the flow]
stage | setup WS (ns) | instance area (µm²) | cells | power [mW] | utilization [%]
after floorplan | 0.998 | 1630 | 255 | 0.149 | -
after global placement | 0.0108 | 2160 | 419 | 0.260 | 20.7
after detailed placement | -0.0108 | 2160 | 419 | 0.263 | 20.7
after CTS | 0.0972 | 2160 | 419 | 0.264 | 20.7
after global routing | 0.0135 | 2200 | 423 | 0.294 | 21.2
final | 0.154 | 2200 | 423 | 0.266 | 21.2
[how the worst max path moves through the flow]
stage                 start                   end  depth (start not counted)
final                 PC[1]  Instruction_Code[16]                          9
after CTS             PC[1]  Instruction_Code[24]                          8
after global routing  PC[1]  Instruction_Code[16]                          9
[repair_timing]
| action | 4_1_cts | 5_1_grt |
|---|---|---|
| pin swaps | 0 | 0 |
| hold buffers | 0 | 0 |
| endpoints found under the setup margin | 1 | 2 |
| buffers inserted | 0 | 4 |
| resized | 1 | 2 |
| gates cloned | 0 | 0 |
[logic make-up after synthesis]
group / Yosys count / synth area share, %
compound gates: 111 / 47.7
simple gates: 90 / 28.8
mux: 2 / 1.30
fa+ha+maj: 5 / 3.68
buf+inv: 41 / 14.3
xor+xnor: 6 / 4.14
[layout make-up]
type                            instances  area (µm²)
Fill cell                            1157        8210
Multi-Input combinational cell        214        1410
Timing Repair Buffer                   65         588
Tap cell                              136         170
Inverter                                8        33.8
[power breakdown]
group	internal, mW	switching [mW]	leakage, nW
combinational	0.135	0.131	0.749
sequential	0	0	0
clock	0	0	0
total	0.135	0.131	0.749
[metal layers]
| layer | global-route usage [%] | up-vias | wire, µm |
|---|---|---|---|
| met5 | 0 | - | 0 |
| met4 | 0 | 0 | 3 |
| met3 | 1.38 | 2 | 455 |
| met2 | 12.2 | 75 | 2930 |
| met1 | 12.0 | 946 | 2990 |
| li1 | - | 1050 | - |
Power is estimated from default activity; no workload was simulated.
